File: flow/run.sh
#!/bin/bash
# OpenROAD 26Q1-2900-gdf79404cd8, Yosys 0.63+post, stock flow scripts
make -C /OpenROAD-flow-scripts/flow DESIGN_CONFIG=/design/flow/config.mk WORK_HOME=/design/flow/orfs finish
File: flow/config.mk
export PLATFORM = sky130hd
export DESIGN_NAME = uart_rx
export DESIGN_NICKNAME = uart_rx
export VERILOG_FILES = /design/flow/design.v
export SDC_FILE = /design/flow/constraint.sdc
export NUM_CORES = 4
export LEC_CHECK = 1
export CORE_UTILIZATION = 40
File: flow/constraint.sdc
current_design uart_rx

set clk_period 4.5
set clk_io_pct 0.2

create_clock -name clk0 -period $clk_period [get_ports {clk}]

set non_clock_inputs [all_inputs -no_clocks]
set_input_delay [expr $clk_period * $clk_io_pct] -clock clk0 $non_clock_inputs
set_output_delay [expr $clk_period * $clk_io_pct] -clock clk0 [all_outputs]
File: flow/design.v
`timescale 1ns / 1ps
module uart_tx(
    input clk,
    input rst,
    input tx_start,
    input [7:0] tx_data,
    output reg tx,
    output reg tx_busy
);
    parameter CLK_PER_BIT = 434;  
    reg [9:0] tx_shift;
    reg [3:0] bit_idx;
    reg [15:0] clk_count;
    always @(posedge clk or posedge rst) begin
        if (rst) begin
            tx <= 1'b1;
            tx_busy <= 0;
            tx_shift <= 10'b1111111111;
            bit_idx <= 0;
            clk_count <= 0;
        end else begin
            if (tx_start & !tx_busy) begin
                tx_shift <= {1'b1, tx_data, 1'b0};  
                tx_busy <= 1;
                bit_idx <= 0;
                clk_count <= 0;
            end else if (tx_busy) begin
                if (clk_count < CLK_PER_BIT - 1) begin
                    clk_count <= clk_count + 1;
                end else begin
                    tx <= tx_shift[0];
                    tx_shift <= {1'b1, tx_shift[9:1]};
                    clk_count <= 0;
                    bit_idx <= bit_idx + 1;
                    if (bit_idx == 9) begin
                        tx_busy <= 0;
                        tx <= 1'b1;
                    end
                end
            end
        end
    end
endmodule
module uart_rx(
    input clk,
    input rst,
    input rx,
    output reg [7:0] rx_data,
    output reg rx_ready
);
    parameter CLK_PER_BIT = 434;  
    reg [3:0] bit_idx;
    reg [15:0] clk_count;
    reg [7:0] rx_shift;
    reg rx_busy;
    always @(posedge clk or posedge rst) begin
        if (rst) begin
            rx_data <= 8'b0;
            rx_ready <= 0;
            bit_idx <= 0;
            clk_count <= 0;
            rx_busy <= 0;
            rx_shift <= 8'b0;
        end else begin
            rx_ready <= 0;
            if (!rx_busy) begin
                if (!rx) begin  
                    rx_busy <= 1;
                    clk_count <= CLK_PER_BIT/2;  
                    bit_idx <= 0;
                end
            end else begin
                if (clk_count < CLK_PER_BIT - 1) begin
                    clk_count <= clk_count + 1;
                end else begin
                    clk_count <= 0;
                    if (bit_idx < 8) begin
                        rx_shift[bit_idx] <= rx;
                        bit_idx <= bit_idx + 1;
                    end else begin
                        rx_data <= rx_shift;
                        rx_ready <= 1;
                        rx_busy <= 0;
                    end
                end
            end
        end
    end
endmodule
==> Slide: Implementation Results <==
Run Summary

Worst setup path
  – R2R Path Start: bit_idx[0]$_DFFE_PP0P_
  – Largest delay share family, worst path: AND-OR/OR-AND gates
  – Worst path bufs/invs: 1
  – Worst setup path class: register to register
  – CP Capture Type: register
  – R2R Setup Slk: 2.17 ns
  – Reg2reg path depth: 6
  – CP max-delay cell: dfrtp_1
  – Critical path arrival: 2.50 ns
  – CP startpoint kind: register
  – Worst R2R End: rx_shift[4]$_DFFE_PP0P_
  – Largest stage delay on the critical path: 0.64 ns
  – Crit path max fanout: 15
  – Critical Path RT: 4.68 ns
  – Worst-path cell chain: inv_1 > ha_1 > o41ai_1 > o211ai_2 > nor3_2 > mux2_1

Cells and area
  – Fin area: 2210 um^2
  – Most numerous logic cells after layout: dfrtp_1 (38), nand2_1 (13), nor2_1 (11), clkdlybuf4s50_1 (11)
  – Commonest non-fill, non-tap cell in the layout: dfrtp_1
  – Layout Cells excl Fill: 237
  – Layout cells sized above 1: 0.151
  – Synthesis-to-finish area growth: 14.2%
  – Filler cells: 389
  – Seq. cell area: 951 um^2
  – Comb area: approximately 900 um^2

Worst hold path
  – Hold crit path type: register to register
  – Hold Path End: clk_count[11]$_DFFE_PP0P_
  – Hold path cells: 1
  – Hold path start: clk_count[11]$_DFFE_PP0P_

Placed design
  – Place WS: between 2 and 2.5 ns
  – GPL Wtd Cong: 0.807
  – HPWL Detailed: approximately 2200 um
  – Post-placement cell area: 2070 um^2
  – Inst Count DP: 229
  – Port Buffers: 11

Clock tree
  – TritonCTS clock tree: built
  – Clock root cell: clkbuf_8
  – Setup Buffers After CTS: 0
  – Cts bufs inserted: 5
  – Post-cts resize count: 0
  – Maximum clock path buffer count: 2
  – CTS Hold Bufs: 0
  – Htree depth: 2
  – Reg clk slew, reported paths: 0.08 ns
  – Clock sinks: 38
  – Clk latency late pin: approximately 0.29 ns

Final timing
  – Max Slew Vio Count: 0
  – Worst-Margin Slew: 0.479 ns
  – RSZ-0062 raised after global routing: false
  – Final hold vios: 0
  – Max Fclk: around 0.43 GHz
  – Cycle use final: 0.517
  – Clock Skew: 0.00673 ns
  – Slew headroom: 0.681
  – Setup ws final: 2.17 ns
  – Setup TNS: 0 ns
  – Crit path time final: 2.33 ns
  – # setup viols final: 0

Routing
  – Routed Antenna Nets: 0
  – Antenna diodes: 0
  – Detailed-route DRC error count: 0
  – Vias per cell: 5.35
  – WL/cell: roughly 14 um
  – Routed via count: ~1.3k
  – DRT Pass-1 Iters: 4
  – Final wirelength: 3260 um
  – Iter 0 DRT Violations: 75

Floorplan
  – Core region area: ~4500 um^2
  – Area of the die: 5120 um^2
  – Die width: 71.5 um
  – Die height: 71.5 um
  – Pre-Place Util: 0.429
  – Cell Rows: 24
  – # IOs: 12

Job
  – Max_cap viols: 0
  – Log Warnings: 30

Logic synthesis
  – Synth flops: 38
  – Synthesized area: 1930 um^2
  – Post-Syn Area per Cell: 11.2 um^2
  – Leading area contributor after synthesis: dfrtp_1
  – Main flop type: dfrtp_1
  – Yosys Instances: 173
  – Asr flop ratio synth: 1.00
  – Cells after synthesis: roughly 170
  – Synth cell types: 49
  – Post-synth seq share: 0.492
  – Cell area leaders: dfrtp_1 (49%), mux2_4 (7.0%), ha_1 (4.5%)
  – Top-area cell share: 0.492
  – Yosys stat area: 1930 um^2
  – Synth Warn #: 1
  – Number of enable flip-flop cells: 0

Power
  – Worst VDD drop: 0.396 mV
  – Tot Pwr: between 1000 and 1500 uW
  – Leakage: 0.00102 uW
  – PD cells: 597 nW/um^2

GRT
  – Largest net degree at the start of global routing: 39
  – GRT Total Usage: 0.149
  – Vias in the first global route: 1245
  – Initial antenna violation count: 0
  – Total grt overflow: 0
  – First-pass GRT wire length: 5890 um

Outcome
  – Status: finished, final reports clean
## layout make-up
cell class / instances / area share
multi-input cells: 117 / 0.405
inverters: 10 / 0.0170
clock inverters: 2 / 0.0272
repair buffers: 12 / 0.0533
flip-flops and latches: 38 / 0.431
well taps: 52 / 0.0295
clock buffers: 6 / 0.0374
## worst register-to-register path, cell delays in order (launching register included)
cell,delay (ns)
dfrtp_1,0.64
inv_1,0.13
ha_1,0.28
o41ai_1,0.42
o211ai_2,0.26
nor3_2,0.16
mux2_1,0.33
## where the power goes
part	switching [uW]	internal [uW]	total, uW
registers	137	441	577
clock network	116	236	353
logic	184	205	389
## how the worst max path moves through the flow
| stage | start | end | cells after the start |
|---|---|---|---|
| CTS | bit_idx[0]$_DFFE_PP0P_ | rx_shift[4]$_DFFE_PP0P_ | 6 |
| global route | bit_idx[0]$_DFFE_PP0P_ | rx_shift[4]$_DFFE_PP0P_ | 6 |
| finish | bit_idx[0]$_DFFE_PP0P_ | rx_shift[4]$_DFFE_PP0P_ | 6 |
## through the flow
stage	hold WS, ns	utilization
after floorplan	0.454	-
after global placement	0.469	0.459
after detailed placement	0.471	0.459
after CTS	0.493	0.490
after global routing	0.502	0.490
final	0.490	0.490
## cells by family after synthesis
| group | share of synthesized area |
|---|---|
| DFF | 0.492 |
| AOI/OAI and AO/OA | 0.115 |
| muxes | 0.0809 |
| buffers and inverters | 0.0453 |
| adders and majority gates | 0.0453 |
| xor gates and xnor gates | 0.0227 |
| and+or+nand+nor | 0.199 |
## synth_stat cells (all sizes together), types with 3 or more instances
library cell  number
nand3b             5
xor2               5
ha                 7
mux2              10
nor2              11
inv               10
nor2b              4
nand3              5
o31ai              3
nor3               5
nand2             14
clkbuf             4
nor3b              4
buf                4
dfrtp             38
and2               7
o21ai             10
## registers in the layout, indices dropped and copies added, names as in the netlist
name       cells
clk_count     16
rx_ready       1
rx_busy        1
rx_data        8
rx_shift       8
bit_idx        4
## per-layer routing
layer | track usage | vias to the layer above | wire length [um]
met5 | 0 | - | 0
met4 | 0.0349 | 0 | 70
met3 | 0.0285 | 7 | 120
met2 | 0.204 | 28 | 1390
met1 | 0.257 | 601 | 1670
li1 | - | 631 | -
No activity file was given, so power comes from the tool's default toggle rates.
